--- flow/config.mk ---
export PLATFORM = sky130hd
export DESIGN_NAME = simon_96_96
export DESIGN_NICKNAME = simon_96_96
export VERILOG_FILES = /design/flow/design.v
export SDC_FILE = /design/flow/constraint.sdc
export NUM_CORES = 4
export LEC_CHECK = 1
export CORE_UTILIZATION = 40
--- flow/constraint.sdc ---
current_design simon_96_96

set clk_period 76.3
set clk_io_pct 0.2

create_clock -name clk0 -period $clk_period [get_ports {clk}]

set non_clock_inputs [all_inputs -no_clocks]
set_input_delay [expr $clk_period * $clk_io_pct] -clock clk0 $non_clock_inputs
set_output_delay [expr $clk_period * $clk_io_pct] -clock clk0 [all_outputs]
--- flow/design.v ---
`timescale 1ns/1ps
module keyscheduling #(parameter N=48, M=2)
(
    input  [(N*M-1):0] key,
    input  [6:0]       i,
    output reg [(N-1):0] key_i
);
    reg [N-1:0] temp, rot1, rot3;
    reg [7:0] index;
    localparam [0:61] z_2 = 62'b10101111011100000011010010011000101000010001111110010110110011;
    always @(*) begin
        if (i < M)
            key_i = key[(N*(i+1)-1) -: N];   
        else begin
            temp  = {key[2:0], key[N-1:3]}; 
            rot3  = temp;
            rot1  = {rot3[0], rot3[N-1:1]};  
            index = (i-M) < 62 ? (i-M) : (i-M)-62;
            key_i = ~key[N-1:0] ^ temp ^ z_2[index] ^ 2'b11;
        end
    end
endmodule
`timescale 1ns/1ps
module roundfunction #(parameter N=48,M=2)  
(input [(2*N-1):0] x,
 input [(N-1):0] k,
 output [(2*N-1):0] y );
 wire [N-1:0] x0,x1,lr1,lr2,lr8;
 assign x0 = x[N-1:0];
 assign x1 = x[2*N-1:N];
 assign y[N-1:0] = x1;
 assign lr1 = {x1[N-2:0],x1[N-1]};
 assign lr2 = {x1[N-3:0],x1[N-1:N-2]};
 assign lr8 = {x1[N-9:0],x1[N-1:N-8]};
 assign y[2*N-1:N] = x0^(((lr1 & lr8)^lr2)^k);
endmodule
`timescale 1ns/1ps
module simon_96_96 (
    input               clk,
    input               rst,
    input               en,
    input  [95:0]       plaintext,      
    input  [95:0]       key,            
    output reg [95:0]   ciphertext,
    output              done
);
    localparam N = 48;           
    localparam M = 2;            
    localparam ROUNDS = 52;      
    localparam S_IDLE   = 2'b00;
    localparam S_ENABLE = 2'b01;
    localparam S_BUSY   = 2'b10;
    localparam S_DONE   = 2'b11;
    reg [1:0]  state, next_state;
    reg [7:0]  round_cnt, next_round_cnt;
    reg  [95:0] x;           
    wire [95:0] y;           
    wire [47:0] key_i;       
    reg [47:0] key_schedule [0:ROUNDS-1];
    roundfunction #(N, M) RF (
        .x(x),
        .k(key_i),
        .y(y)
    );
    wire [95:0] key_feed = (round_cnt < M) ?
                            key :
                            { key_schedule[round_cnt],
                              key_schedule[round_cnt-1] };
    keyscheduling #(N, M) KS (
        .key(key_feed),
        .i(round_cnt),
        .key_i(key_i)
    );
    wire [47:0] k_selected =
        (round_cnt < M) ?
        key[(round_cnt+1)*N-1 -: N] :      
        key_schedule[round_cnt];           
    assign next_round_cnt =
        (state == S_ENABLE) ? 0 :
        (state == S_BUSY)   ? round_cnt + 1 :
                              round_cnt;
    assign next_state =
        rst               ? S_IDLE :
        en                ? S_ENABLE :
        (state == S_ENABLE) ? S_BUSY :
        (state == S_BUSY && round_cnt < (ROUNDS-1)) ? S_BUSY :
        (state == S_BUSY && round_cnt == (ROUNDS-1)) ? S_DONE :
        (state == S_DONE) ? S_DONE :
                            S_IDLE;
    assign done = (state == S_DONE);
    wire [95:0] next_x =
        (state == S_ENABLE) ? plaintext :
        y;
    wire [95:0] next_ciphertext =
        (en == 1) ? 0 :
        (state == S_BUSY && next_state == S_DONE) ? y :
        ciphertext;
    always @(posedge clk) begin
        if (rst) begin
            state        <= S_IDLE;
            round_cnt    <= 0;
            x            <= 0;
            ciphertext   <= 0;
        end
        else begin
            state        <= next_state;
            round_cnt    <= next_round_cnt;
            x            <= next_x;
            ciphertext   <= next_ciphertext;
            if (state == S_ENABLE)
                key_schedule[0] <= key[47:0];
            else if (state == S_BUSY)
                key_schedule[next_round_cnt] <= key_i;
        end
    end
endmodule
--- flow/run.sh ---
#!/bin/bash
# OpenROAD 26Q1-2900-gdf79404cd8, Yosys 0.63+post, stock flow scripts
make -C /OpenROAD-flow-scripts/flow DESIGN_CONFIG=/design/flow/config.mk WORK_HOME=/design/flow/orfs finish
==> node_exporter_impl.prom <==
# HELP chip_impl_metric Physical implementation figures
# TYPE chip_impl_metric gauge
chip_impl_metric{name="worstSkewPairLatency",unit="ns"} 0.90
chip_impl_metric{name="worstPathMaxFanout",unit=""} 39
chip_impl_metric{name="grt_remaining_overflow",unit=""} 0
chip_impl_metric{name="finalWorstPathRequiredPeriod",unit="ns"} 18.98
chip_impl_info{name="hold_path_class",value="reg -> reg"} 1
chip_impl_metric{name="max-slew-margin-rel",unit=""} 0.141
chip_impl_metric{name="min_period_over_period",unit=""} 0.249
chip_impl_metric{name="cts_max_level",unit=""} 5
chip_impl_metric{name="coreArea",unit="mm2"} 0.328
chip_impl_metric{name="final-hold-violation-count",unit=""} 0
chip_impl_metric{name="num_io_pins",unit=""} 292
chip_impl_metric{name="clk_pin_slew_worst_paths",unit="ns"} 0.06
chip_impl_metric{name="dieArea",unit="mm2"} 0.332
chip_impl_metric{name="report.final.setup_viol",unit=""} 0
chip_impl_metric{name="drive_above_1_share",unit=""} 0.282
chip_impl_metric{name="cts_sinks",unit=""} 2699
chip_impl_metric{name="floorplan.initialDensity",unit=""} 0.403
chip_impl_metric{name="via_count_of_the_first_global_routing_pass",unit=""} 88364
chip_impl_metric{name="die_height",unit="um"} 577
chip_impl_info{name="critPathCaptureType",value="flip-flop"} 1
chip_impl_metric{name="cts.hold.buffers_added",unit=""} 0
chip_impl_metric{name="leakagePower",unit="nW"} 46.3
chip_impl_metric{name="synthesis.area",unit="mm2"} 0.132
chip_impl_metric{name="maxClockFrequency",unit="GHz"} 0.0527
chip_impl_info{name="startpoint_type",value="input pin"} 1
chip_impl_metric{name="arrival_time_at_the_worst_endpoint",unit="ns"} 19.45
chip_impl_metric{name="total_power",unit="mW"} 3.34
chip_impl_metric{name="number_of_antenna_violations_at_the_first_check_in_global_routing",unit=""} 35
chip_impl_metric{name="synth_seq_share",unit=""} 0.598
chip_impl_metric{name="buffers_added_on_ports",unit=""} 291
chip_impl_metric{name="antenna_left",unit=""} 0
chip_impl_info{name="outcome",value="complete, no violations"} 1
chip_impl_metric{name="drt_iter0_drc",unit=""} 6361
chip_impl_metric{name="num-fill-cells",unit=""} 27382
chip_impl_info{name="rsz0062_at_grt",value="false"} 1
chip_impl_metric{name="synthesis.area_per_instance",unit="um2"} 17.2
chip_impl_metric{name="postRouteWirelength",unit="um"} 488000
chip_impl_info{name="critical_path_cell_by_cell",value="buf_4 -> nor2_1 -> buf_4 -> and2_1 -> buf_4 -> nand3_1 -> nor2_4 -> buf_4 -> buf_4"} 1
chip_impl_metric{name="synth-edff-count",unit=""} 2496
chip_impl_metric{name="vdd_ir_drop_max",unit="mV"} 0.0164
chip_impl_metric{name="required",unit="ns"} 76.77
chip_impl_metric{name="finalClockSkew",unit="ns"} 0.0731
chip_impl_metric{name="cp_slowest_stage_delay",unit="ns"} 0.92
chip_impl_info{name="path_class",value="in -> reg"} 1
chip_impl_metric{name="synth.lib_cells_used.distinct",unit=""} 108
chip_impl_info{name="cts_tree",value="done"} 1
chip_impl_metric{name="area_of_the_synthesized_netlist_per_yosys_stat",unit="mm2"} 0.132
chip_impl_metric{name="dr.pass1.iters",unit=""} 9
chip_impl_metric{name="grt_usage",unit=""} 0.322
chip_impl_metric{name="synthArstFlopShare",unit=""} 0
chip_impl_info{name="root_buffer",value="clkbuf_16"} 1
chip_impl_metric{name="drc",unit=""} 0
chip_impl_metric{name="fp.dieW",unit="um"} 577
chip_impl_metric{name="cts_resized",unit=""} 0
chip_impl_metric{name="slew_violations",unit=""} 0
chip_impl_metric{name="rows",unit=""} 210
chip_impl_metric{name="setup_total_negative_slack",unit="ns"} 0
chip_impl_metric{name="detail_route.wl_per_cell",unit="um"} 38.4
chip_impl_metric{name="power.density_cell_area",unit="mW/mm2"} 22.3
chip_impl_metric{name="total_number_of_warnings_across_the_stage_logs",unit=""} 30
chip_impl_metric{name="vias_per_cell",unit=""} 6.43
chip_impl_metric{name="syn-instance-count",unit=""} 7674
chip_impl_metric{name="clock_tree.buffer_depth",unit=""} 4
chip_impl_metric{name="grt_max_degree",unit=""} 86
chip_impl_metric{name="cts-buffers-inserted",unit=""} 294
chip_impl_info{name="crit_slowest_cell",value="nor2_4"} 1
chip_impl_info{name="flop_cell",value="edfxtp_1"} 1
chip_impl_metric{name="yosys_warnings",unit=""} 5
chip_impl_metric{name="postCtsSetupRepairBufs",unit=""} 0
chip_impl_metric{name="max_cap_violations",unit=""} 0
chip_impl_metric{name="dp.final_hpwl",unit="um"} 314000
chip_impl_metric{name="numSynthFlops",unit=""} 2699
chip_impl_metric{name="grt_pass1_wl",unit="um"} 677000
chip_impl_metric{name="routabilityCongestion",unit=""} 0.998
chip_impl_metric{name="tightestPinTransition",unit="ns"} 1.28
chip_impl_metric{name="syn2layout_area_growth",unit="%"} 13.3
chip_impl_metric{name="yosys-stat-cells",unit=""} 7674
chip_impl_info{name="path_common_cell",value="buf_4"} 1
chip_impl_metric{name="vias",unit=""} 81749
==> state kept, by name (all words and copies together) (netlist names) <==
name          cells
round_cnt         8
x                96
state             3
ciphertext       96
key_schedule   2496
==> area by class of cell <==
class,instances,area (um2),share of cell area
well taps,4346,5440,0.0363
repair buffers,732,6450,0.0431
diodes,31,77.6,0.000519
multi-input cells,4351,49200,0.329
clock buffers,383,8150,0.0545
clock inverters,137,1130,0.00755
flip-flops and latches,2699,79000,0.528
inverters,25,123,0.000820
==> kinds of logic after synthesis <==
group / count (synthesis) / synth area share
flops: 2699 / 0.598
mux: 1699 / 0.253
simple gates: 1374 / 0.0443
compound gates: 1045 / 0.0536
buf+inv: 624 / 0.0349
xor+xnor: 224 / 0.0151
fa+ha+maj: 9 / 0.000853
==> layout by cell type (no fill, tap or decap), types with 167 or more instances in the layout <==
cell type / synthesis / layout
a21oi_1: 240 / 240
nand2_1: 718 / 716
xnor2_1: 174 / 167
dfxtp_1: 203 / 196
mux2i_1: 329 / 329
buf_4: 75 / 424
mux4_2: 1199 / 1199
clkbuf_16: 0 / 312
nor2_1: 326 / 267
edfxtp_1: 2496 / 2496
o21ai_0: 213 / 181
clkdlybuf4s50_1: 0 / 290
==> cell usage after synthesis, drive strengths merged, types with 8 or more instances <==
master | instances | area [um2]
nor2b | 32 | 200
nand3 | 119 | 601
a31oi | 59 | 382
edfxtp | 2496 | 75000
a211oi | 117 | 918
a32oi | 10 | 87.6
ha | 9 | 113
o21a | 20 | 150
nand2 | 720 | 2710
xor2 | 49 | 448
and2 | 27 | 170
nor3 | 39 | 215
nand4 | 9 | 56.3
xnor2 | 175 | 1540
o22ai | 52 | 325
a311oi | 35 | 313
a2111oi | 29 | 258
a21oi | 245 | 1240
clkbuf | 208 | 1150
a221oi | 46 | 469
o221ai | 38 | 333
o21ai | 235 | 1180
a221o | 19 | 190
o31ai | 9 | 77.6
mux2 | 92 | 1040
or3 | 14 | 87.6
dfxtp | 203 | 4060
mux4 | 1276 | 29000
a22oi | 21 | 163
and3 | 51 | 319
buf | 385 | 3300
or2 | 8 | 50.1
mux2i | 331 | 3330
o211ai | 34 | 265
inv | 24 | 90.1
nor2 | 329 | 1240
==> final timing paths <==
kind / startpoint / end / slack, ns / depth (start not counted)
worst min-delay path: ciphertext[43]$_SDFFE_PP0P_ / ciphertext[43]$_SDFFE_PP0P_ / 0.46 / 2
worst min register to register: ciphertext[43]$_SDFFE_PP0P_ / ciphertext[43]$_SDFFE_PP0P_ / 0.46 / 2
worst max-delay path: rst / key_schedule[35][19]$_DFFE_PP_ / 57.32 / 9
worst max register to register: round_cnt[0]$_SDFF_PP0_ / key_schedule[29][13]$_DFFE_PP_ / 67.91 / 18
==> per-stage QoR <==
stage	worst slack [ns]	util	cell area (um2)	hold slack, ns	std cells
2_1_floorplan	57.14	-	132000	0.420	7674
3_3_place_gp	56.60	0.428	140000	0.445	12153
3_5_place_dp	56.61	0.428	140000	0.448	12153
4_1_cts	57.51	0.456	150000	0.456	12673
5_1_grt	57.37	0.456	150000	0.473	12689
6_report	57.32	0.456	150000	0.455	12704
==> worst max-delay path: cells and delay by family <==
kind	cells	cell delay, ns
and+or+nand+nor	4	2.14
buffers and inverters	5	1.93
==> per-layer routing <==
layer  global-route usage  vias up  wire length, um
met5               0.0557        -             2000
met4                0.159       61            31900
met3                0.278     1237            99000
met2                0.444     6804           215000
met1                0.337    40969           140000
li1                     -    32678                -
==> power by group <==
group | internal (mW) | switching [mW] | total [mW]
sequential | 1.63 | 0.0247 | 1.66
clock | 0.807 | 0.585 | 1.39
combinational | 0.108 | 0.177 | 0.285
Power is estimated from default activity; no workload was simulated.
